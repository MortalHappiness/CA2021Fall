==> ./run.sh <==
#!/bin/bash
# OpenROAD 26Q1-2900-gdf79404cd8, Yosys 0.63+post, stock flow scripts
make -C /OpenROAD-flow-scripts/flow DESIGN_CONFIG=/design/flow/config.mk WORK_HOME=/design/flow/orfs finish
==> ./config.mk <==
export PLATFORM = sky130hd
export DESIGN_NAME = MUX4
export DESIGN_NICKNAME = MUX4
export VERILOG_FILES = /design/flow/design.v
export SDC_FILE = /design/flow/constraint.sdc
export NUM_CORES = 4
export LEC_CHECK = 1
export CORE_AREA = 10 10 76 76
export DIE_AREA = 0 0 86 86
==> ./constraint.sdc <==
current_design MUX4

set clk_period 3.1
set clk_io_pct 0.2

create_clock -name clk0 -period $clk_period

set non_clock_inputs [all_inputs -no_clocks]
set_input_delay [expr $clk_period * $clk_io_pct] -clock clk0 $non_clock_inputs
set_output_delay [expr $clk_period * $clk_io_pct] -clock clk0 [all_outputs]
==> ./design.v <==
module MUX4
(
    data1_i, 
    data2_i,
    data3_i,
    data4_i,
    select_i,
    data_o
);
input   [31:0]      data1_i;
input   [31:0]      data2_i;
input   [31:0]      data3_i;
input   [31:0]      data4_i;
input   [1:0]       select_i;
output  [31:0]      data_o;
assign data_o =
    (select_i == 2'b00) ? data1_i :
    (select_i == 2'b01) ? data2_i :
    (select_i == 2'b10) ? data3_i :
    data4_i;
endmodule
==> out/metrics.csv <==
stage,metric,value,unit
critical_path,Top delay family on crit path,buffers and inverters,
cells_and_area,layout filler cell count,315,
global_routing,GRT Resource Usage Total,0.1517,
place,input/output buffers,162,
route,Final ANT Viol Nets,0,
cells_and_area,share of layout cells above drive strength 1,0.1768,
timing,part of the cycle the worst path needs,0.8872,
place,Final HPWL DP,5212,um
route,final WL,5676,um
critical_path,worst setup path category,primary input to primary output,
timing,actual slew at the worst max-slew pin,186.3,ps
logic_synthesis,Top cell area share,0.8295,
logic_synthesis,Synth Instances,39,
power_and_ir_drop,clock share of power,0,
cells_and_area,storage element area,0,um^2
route,drt wl/cell,22.89,um
logic_synthesis,"top cells, area","mux4_2, buf_12, mux4_1, buf_2, buf_6",
timing,Fin. Hold Viols,0,
logic_synthesis,Synth area leader,mux4_2,
timing,"Slew Viols, Final",0,
timing,RSZ-0062 raised after global routing,no,
logic_synthesis,"Chip Area, Yosys",814.5,um^2
flow_run,OpenROAD warning count,33,
route,via/cell ratio,4.710,
global_routing,first-pass GRT wire length,8673,um
critical_path,Crit Path Max Fanout,32,
cells_and_area,Combinational Area,728.2,um^2
power_and_ir_drop,P per Cell Area,138.7,mW/mm^2
logic_synthesis,synthesized area per cell,20.89,um^2
clock_tree,# hold bufs at CTS,0,
worst_hold_path,worst hold path depth,4,
logic_synthesis,most frequent cell after synthesis,mux4_2,
global_routing,gr ovfl total,0,
power_and_ir_drop,sw frac,0.1819,
worst_hold_path,worst hold path type,primary input to primary output,
floorplanning,chip width,86,um
critical_path,CP bufs+invs,3,
place,GP Congestion,0.8479,
global_routing,largest net degree at the start of global routing,33,
route,TritonRoute pass-1 iters,4,
logic_synthesis,Yosys warnings,0,
logic_synthesis,yosys cell count,39,
timing,Tmin final,2750,ps
floorplanning,die height,86,um
critical_path,Crit path arrival time,2130,ps
power_and_ir_drop,sequential power share,0,
logic_synthesis,list of most frequent post-synthesis cells,"mux4_2, buf_12, buf_2",
critical_path,Crit-path slowest cell,clkdlybuf4s50_1,
power_and_ir_drop,Peak VDD IR,0.00006096,V
logic_synthesis,Post-Syn Area,814.5,um^2
status,status,"finished, final reports clean",
timing,# setup viols final,0,
critical_path,CP max stage delay,510,ps
cells_and_area,CLK BUF,0,
logic_synthesis,Synth Seq Share,0,
power_and_ir_drop,Int Pwr,280.9,uW
critical_path,Crit path required time,2480,ps
logic_synthesis,Unique cell types,5,
floorplanning,full die area,0.007396,mm^2
cells_and_area,flop count,0,
power_and_ir_drop,Static Leakage,0.0008789,uW
clock_tree,setup bufs post-CTS,0,
floorplanning,Std-Cell Rows,23,
timing,Slew Limit Headroom,0.8758,
floorplanning,floorplan utilization,0.1979,
floorplanning,num ports,162,
critical_path,cells along the critical path,clkdlybuf4s50_1 -> buf_12 -> mux4_2 -> clkdlybuf4s50_1,
power_and_ir_drop,Sw Pwr,62.45,uW
timing,Final TNS setup,0,ps
route,1st-iter DRT viols,23,
route,via count,1168,
cells_and_area,Layout Utilization,0.6014,
cells_and_area,area delta synth->final,203.8,%
worst_hold_path,Hold Startpoint,select_i[0],
clock_tree,PostCTS Resize Cnt,0,
critical_path,crit end category,primary output,
route,DRC violations left,0,
critical_path,crit-path most repeated cell,clkdlybuf4s50_1,
global_routing,vias in the first global route,1363,
critical_path,startpoint types,primary input,
route,number of antenna diodes,0,
timing,Achievable Freq,0.3636,GHz
flow_run,Max-Cap Viols,0,
worst_hold_path,Hold Path Sink,data_o[1],
floorplanning,core area,0.004115,mm^2
power_and_ir_drop,combinational share of power,1.000,
global_routing,initial antenna violation count,0,
through the flow:
stage / cell area [um^2] / instances / power [uW] / setup slack, ps / hold slack, ps
after floorplan: 814.5 / 39 / 91.22 / 1143 / 1326
after global placement: 2475 / 248 / 345.4 / 347.4 / 2232
after detailed placement: 2475 / 248 / 348.2 / 332.1 / 2230
after CTS: 2475 / 248 / 349.6 / 333.4 / 2233
after global routing: 2475 / 248 / 368.0 / 303.2 / 2269
final: 2475 / 248 / 343.3 / 349.6 / 2216
final cells by class:
| class | instances | share of cell area |
|---|---|---|
| well taps | 50 | 0.02528 |
| multi-input cells | 32 | 0.2942 |
| repair buffers | 166 | 0.6805 |
worst min-delay path, delay by kind of cell:
kind                   cells  cell delay [ps]
multiplexers               1              220
buffers and inverters      3              750
per-layer routing:
| layer | track usage | vias up | routed length, um |
|---|---|---|---|
| li1 | - | 527 | - |
| met1 | 0.1731 | 544 | 1976 |
| met2 | 0.2583 | 93 | 2911 |
| met3 | 0.07817 | 4 | 736 |
| met4 | 0.01198 | 0 | 51 |
| met5 | 0 | - | 0 |
worst max path at each step:
stage                end  slack [ps]  cells past startpoint         from
CTS            data_o[3]         330                      4  select_i[1]
finish        data_o[29]         350                      4  select_i[1]
global route  data_o[12]         300                      4  select_i[1]
logic make-up after synthesis:
group,count (synthesis),synth area share
buffers and inverters,7,0.1060
multiplexers,32,0.8940
power groups by stage:
stage / logic, uW / registers (uW) / clock network [uW]
CTS: 350 / 0 / 0
global route: 368 / 0 / 0
finish: 343 / 0 / 0
placed cells by master, fill, tap and decap left out, drive strengths merged:
| cell type | n |
|---|---|
| mux4 | 32 |
| buf | 5 |
| clkdlybuf4s50 | 161 |
No activity file was given, so power comes from the tool's default toggle rates.
