$ cat design/flow/run.sh
#!/bin/bash
# OpenROAD 26Q1-2900-gdf79404cd8, Yosys 0.63+post, stock flow scripts
make -C /OpenROAD-flow-scripts/flow DESIGN_CONFIG=/design/flow/config.mk WORK_HOME=/design/flow/orfs finish
$ cat design/flow/constraint.sdc
current_design ID_EX_Registers

set clk_period 1.0
set clk_io_pct 0.2

create_clock -name clk0 -period $clk_period [get_ports {clk_i}]

set non_clock_inputs [all_inputs -no_clocks]
set_input_delay [expr $clk_period * $clk_io_pct] -clock clk0 $non_clock_inputs
set_output_delay [expr $clk_period * $clk_io_pct] -clock clk0 [all_outputs]
$ cat design/flow/design.v
module IF_ID_Registers
(
    clk_i,
    rst_i,
    Stall_i,
    Flush_i,
    pc_o_i,
    instruction_i,
    pc_o_o,
    instruction_o
);
input                   clk_i;
input                   rst_i;
input                   Stall_i;
input                   Flush_i;
input       [31:0]      pc_o_i;
input       [31:0]      instruction_i;
output reg  [31:0]      pc_o_o;
output reg  [31:0]      instruction_o;
always @ (posedge clk_i or posedge rst_i) begin
    if (rst_i) begin
        pc_o_o <= 32'b0;
        instruction_o <= 32'b0;
    end
    else if (Flush_i) begin
        instruction_o <= 32'b0;
    end
    else if (~Stall_i) begin
        pc_o_o <= pc_o_i;
        instruction_o <= instruction_i;
    end
end
endmodule
module ID_EX_Registers
(
    clk_i,
    rst_i,
    RegWrite_i,
    MemtoReg_i,
    MemRead_i,
    MemWrite_i,
    ALUOp_i,
    ALUSrc_i,
    RS1data_i,
    RS2data_i,
    immediate_i,
    funct_i,
    RS1addr_i,
    RS2addr_i,
    RDaddr_i,
    RegWrite_o,
    MemtoReg_o,
    MemRead_o,
    MemWrite_o,
    ALUOp_o,
    ALUSrc_o,
    RS1data_o,
    RS2data_o,
    immediate_o,
    funct_o,
    RS1addr_o,
    RS2addr_o,
    RDaddr_o
);
input                   clk_i;
input                   rst_i;
input                   RegWrite_i;
input                   MemtoReg_i;
input                   MemRead_i;
input                   MemWrite_i;
input       [1:0]       ALUOp_i;
input                   ALUSrc_i;
input       [31:0]      RS1data_i;
input       [31:0]      RS2data_i;
input       [31:0]      immediate_i;
input       [9:0]       funct_i;
input       [4:0]       RS1addr_i;
input       [4:0]       RS2addr_i;
input       [4:0]       RDaddr_i;
output reg              RegWrite_o;
output reg              MemtoReg_o;
output reg              MemRead_o;
output reg              MemWrite_o;
output reg  [1:0]       ALUOp_o;
output reg              ALUSrc_o;
output reg  [31:0]      RS1data_o;
output reg  [31:0]      RS2data_o;
output reg  [31:0]      immediate_o;
output reg  [9:0]       funct_o;
output reg  [4:0]       RS1addr_o;
output reg  [4:0]       RS2addr_o;
output reg  [4:0]       RDaddr_o;
always @ (posedge clk_i or posedge rst_i) begin
    if (rst_i) begin
        RegWrite_o <= 1'b0;
        MemtoReg_o <= 1'b0;
        MemRead_o <= 1'b0;
        MemWrite_o <= 1'b0;
        ALUOp_o <= 2'b0;
        ALUSrc_o <= 1'b0;
        RS1data_o <= 32'b0;
        RS2data_o <= 32'b0;
        immediate_o <= 32'b0;
        funct_o <= 10'b0;
        RS1addr_o <= 5'b0;
        RS2addr_o <= 5'b0;
        RDaddr_o <= 5'b0;
    end
    else begin
        RegWrite_o <= RegWrite_i;
        MemtoReg_o <= MemtoReg_i;
        MemRead_o <= MemRead_i;
        MemWrite_o <= MemWrite_i;
        ALUOp_o <= ALUOp_i;
        ALUSrc_o <= ALUSrc_i;
        RS1data_o <= RS1data_i;
        RS2data_o <= RS2data_i;
        immediate_o <= immediate_i;
        funct_o <= funct_i;
        RS1addr_o <= RS1addr_i;
        RS2addr_o <= RS2addr_i;
        RDaddr_o <= RDaddr_i;
    end
end
endmodule
module EX_MEM_Registers
(
    clk_i,
    rst_i,
    RegWrite_i,
    MemtoReg_i,
    MemRead_i,
    MemWrite_i,
    ALUResult_i,
    RS2data_i,
    RDaddr_i,
    RegWrite_o,
    MemtoReg_o,
    MemRead_o,
    MemWrite_o,
    ALUResult_o,
    RS2data_o,
    RDaddr_o
);
input                   clk_i;
input                   rst_i;
input                   RegWrite_i;
input                   MemtoReg_i;
input                   MemRead_i;
input                   MemWrite_i;
input       [31:0]      ALUResult_i;
input       [31:0]      RS2data_i;
input       [4:0]       RDaddr_i;
output reg              RegWrite_o;
output reg              MemtoReg_o;
output reg              MemRead_o;
output reg              MemWrite_o;
output reg  [31:0]      ALUResult_o;
output reg  [31:0]      RS2data_o;
output reg  [4:0]       RDaddr_o;
always @ (posedge clk_i or posedge rst_i) begin
    if (rst_i) begin
        RegWrite_o <= 1'b0;
        MemtoReg_o <= 1'b0;
        MemRead_o <= 1'b0;
        MemWrite_o <= 1'b0;
        ALUResult_o <= 32'b0;
        RS2data_o <= 32'b0;
        RDaddr_o <= 5'b0;
    end
    else begin
        RegWrite_o <= RegWrite_i;
        MemtoReg_o <= MemtoReg_i;
        MemRead_o <= MemRead_i;
        MemWrite_o <= MemWrite_i;
        ALUResult_o <= ALUResult_i;
        RS2data_o <= RS2data_i;
        RDaddr_o <= RDaddr_i;
    end
end
endmodule
module MEM_WB_Registers
(
    clk_i,
    rst_i,
    RegWrite_i,
    MemtoReg_i,
    ALUResult_i,
    MemData_i,
    RDaddr_i,
    RegWrite_o,
    MemtoReg_o,
    ALUResult_o,
    MemData_o,
    RDaddr_o
);
input                   clk_i;
input                   rst_i;
input                   RegWrite_i;
input                   MemtoReg_i;
input       [31:0]      ALUResult_i;
input       [31:0]      MemData_i;
input       [4:0]       RDaddr_i;
output reg              RegWrite_o;
output reg              MemtoReg_o;
output reg  [31:0]      ALUResult_o;
output reg  [31:0]      MemData_o;
output reg  [4:0]       RDaddr_o;
always @ (posedge clk_i or posedge rst_i) begin
    if (rst_i) begin
        RegWrite_o <= 1'b0;
        MemtoReg_o <= 1'b0;
        ALUResult_o <= 32'b0;
        MemData_o <= 32'b0;
        RDaddr_o <= 5'b0;
    end
    else begin
        RegWrite_o <= RegWrite_i;
        MemtoReg_o <= MemtoReg_i;
        ALUResult_o <= ALUResult_i;
        MemData_o <= MemData_i;
        RDaddr_o <= RDaddr_i;
    end
end
endmodule
$ cat design/flow/config.mk
export PLATFORM = sky130hd
export DESIGN_NAME = ID_EX_Registers
export DESIGN_NICKNAME = ID_EX_Registers
export VERILOG_FILES = /design/flow/design.v
export SDC_FILE = /design/flow/constraint.sdc
export NUM_CORES = 4
export LEC_CHECK = 1
export CORE_UTILIZATION = 30
==> run summary <==
Item: results of the latest flow run.

- The checks that failed: negative setup slack.
- Counting every sink on the clock net gives 128.
- The post-route netlist has 38.1% of its cells at a drive strength greater than 1.
- The die covers 11100 sq um.
- The power per cell area is 1950 nW/um^2.
- The detail route stage leaves a number of antenna-violating nets equal to 0.
- The number of iterations in the first detailed-routing pass is 6.
- The signed area change from the synthesized netlist to the final layout is 84.5%.
- The highest signal layer in the routed design is met4.
- The detailed placer's ending HPWL is 6660 um.
- The count of max-cap constraint violations is 0.
- At the floorplan stage, the core utilization is reported as 31.1%.
- Per the OpenROAD floorplan log, the height of the die is 105 um.
- The core region is 10300 sq um.
- The sequential share of power is 47.6%.
- The footprint of the multi-input gates is 0 sq um.
- The combined buffer and inverter count along the critical path is 1.
- The number of unique standard cell types used by synthesis is 2.
- The area taken by sequential standard cells is reported as 3200 sq um.
- Per the gpl log, the routability congestion estimate is 0.798.
- The synthesized instance count is 129.
- For this run, the script counts the antenna cells in the layout as 0.
- The first-pass GRT wire length is 13400 um.
- The synthesis warning total is 1.
- The detailed placer reported the number of placed instances as 528.
- For this run, the detailed router reports a per-instance via density of 3.81.
- In this run, post-CTS hold repair placed 0 buffers.
- The number of flip-flops and latches in the synthesized netlist is 128.
- The finished cells cover 5920 sq um.
- The script computed the net switching share of total power as 19.6%.
- The site row count is 37.
- The final hold violation count recorded for this run is 0.
- By startpoint and endpoint, the worst setup path is classified as reg -> out.
- The share of the core filled with cells is 57.3%.
- After clock tree synthesis, the setup repair step added 0 buffers.
- Based on the critical path, the design can be clocked at up to 0.839 GHz.
- Dividing the synthesized area by the synthesized cell count gives 24.9 sq um.
- The kind of start point of the critical path is a flop.
- The chip area line in the Yosys stat output reads 3210 sq um.
- The analysis reports a worst IR drop on VDD of 1.70 mV.
- The met2 wire length is 4480 um.
- For the worst setup path, the data required time is 0.80 ns.
- For the worst setup path, the data arrival time is 0.99 ns.
- The detailed router's first-iteration violation count is 25.
- Setup repair after global routing could not meet its margin everywhere.
- The post-route non-filler standard cell count is 556.
- The summed instance area of the synthesized netlist is 3210 sq um.
- TritonRoute output was used to compute an average wire per cell of 15.7 um.
- In the routed design, unresolved DRC markers number 0.
- The post-cts gate resize count is 397.
- The via count of the first global-routing pass is 2319.
- On the final layout, the worst hold slack is 0.0842 ns.
- The design internal power is 9290 uW.
- The final number of setup-violating endpoints is 128.
- The warning total across the stage logs is 28.
- Fill cells in the final layout number 839.
- The multi-input combinational cell count is 0.
- Traced cell by cell, the critical path runs through buf_2.
- The dominant delay contributor by cell family on the critical path is flip-flops.
- Per the post-CTS timing run, clock transition at the registers of the reported paths is 0.05 ns.
- Buffers placed on the I/O ports in this run total 257.
- Looking at the clock tree report, the H-tree level count equals 4.
- Per the detailed-route log, wirelength across all metal layers totals 8760 um.
- Measured along the x axis, the die boundary spans 105 um.
- STA classifies the critical path endpoint as an output port.
- The post-route met1 wirelength is 3220 um.
- Sequential elements use 99.9% of the synthesized area.
- Tracing the worst setup path back leads to its startpoint at RS1addr_o[4]$_DFF_PP0_.
- The biggest fanout along the worst timing path is 1.
- The minimum clock period after layout is 1.19 ns.
- The script extracted a net switching power of 2270 uW.
- The root buffer cell is sky130_fd_sc_hd__clkbuf_8.
- The number of I/O pins is 258.
- The final cycle utilization of the critical path is 119%.
- For the pin with the worst max-slew slack, the measured transition is 0.291 ns.
- The share of total power in combinational logic is 7.5%.
- Once placement finished, the instance area stood at 6060 sq um.
- The CTS buffer count is 17.
- The worst pin sits at a relative slew slack of 80.6%.
- The total grt overflow is 0.
- The synthesized netlist was found by Yosys to have 129 cells.
- The slowest stage of the critical path belongs to the cell sky130_fd_sc_hd__dfrtp_1.
- The number of antenna violations at the first check in global routing was 0.
- The run finished, with violations left.
- The cell leakage power is 0.00279 uW.
- The worst-case setup margin in the final layout is -0.192 ns.
- The global routing report lists combined usage of all routing layers as 17.2%.
- The tightest min-delay check is of the in -> async type.
- After detailed routing, the met3 layer carries 951 um of wire.
- The count of vias placed by the detailed router is 2121.
- On the worst path, the slowest cell contributes a delay of 0.38 ns.
- Entering global routing, the biggest net connects 57 pins.
- Before CTS, the worst setup slack after placement is -0.0296 ns.
- The clock network fraction of total power is 44.9%.
- Per the final report, max-transition violations number 0.
- Counting along the longest clock path gives a buffer depth of 2.
- The TritonCTS clock tree is yes.
-- placed cells by master, fill, tap and decap left out, drive strengths merged --
master         netlist  routed
buf                  0     134
clkdlybuf4s50        0     129
dfrtp              128     128
clkbuf               0      20
clkinv               0       5
bufinv               0       1
clkinvlp             0       3
-- power by group through the flow --
stage / clock [uW] / sequential [uW] / combinational [uW]
CTS: 5340 / 5500 / 895
global route: 5610 / 5520 / 953
finish: 5190 / 5500 / 868
-- cell usage after synthesis, drive strengths merged --
cell type	count	area share (%)
dfrtp	128	100
inv	1	0.12
-- cells by family (layout without fill, tap and decap cells) --
| group | Yosys count | count (layout) | synth area share [%] |
|---|---|---|---|
| buf+inv | 1 | 292 | 0.117 |
| flops | 128 | 128 | 99.9 |
-- through the flow --
stage	total power (uW)	setup TNS, ns
6_report	11600	-20.64
5_1_grt	12100	-27.54
4_1_cts	11700	-24.78
3_5_place_dp	6740	-0.0607
3_3_place_gp	6740	-0.0498
2_1_floorplan	5610	-100.0
-- area by class of cell --
cell class	count	area share, %
clock inverters	8	1.18
clock buffers	20	7.19
well taps	136	2.88
inverters	1	0.127
flip-flops and latches	128	54.1
repair buffers	263	34.5
-- registers in the layout (all words and copies together), names as in the netlist, 2 cells and up --
signal       cells
RS1data_o       32
RS1addr_o        5
RS2data_o       32
RS2addr_o        5
funct_o         10
immediate_o     32
RDaddr_o         5
ALUOp_o          2
-- per-layer routing --
layer,track usage [%],up-vias
met3,7.95,6
met5,0,-
met2,27.3,125
met1,23.2,1029
met4,2.11,0
li1,-,961
-- how the worst max path moves through the flow --
stage | slack (ns) | depth (start not counted) | to
global route | -0.25 | 1 | immediate_o[19]
finish | -0.19 | 1 | RS1addr_o[4]
CTS | -0.22 | 1 | immediate_o[19]
Power is estimated from default activity; no workload was simulated.
